==> flow/design.v <==
module mux(input logic [7:0] a, input logic [7:0] b, input logic sel, output logic [7:0] out);
  always_comb begin
    if (!sel) begin
      out = a;
    end
    else begin
      out = b;
    end
  end
endmodule
module register(input logic clk, load, clear, input logic [7:0] data, output logic [7:0] out);
  always_ff @(posedge clk) begin
    if (clear) begin
      out <= 0;
    end
    else if (load && !clear) begin
      out <= data;
    end
  end
endmodule
module shifter(input logic [1:0] func, input logic [7:0] data, output logic [7:0] out);
  always_comb begin
    if (func == 0) begin
      out = data;
    end
    else if (func == 1) begin
      out = data << 1;
    end
    else begin
      out = data >> 1;
    end
  end
endmodule
==> flow/run.sh <==
#!/bin/bash
# OpenROAD 26Q1-2900-gdf79404cd8, Yosys 0.63+post, stock flow scripts
make -C /OpenROAD-flow-scripts/flow DESIGN_CONFIG=/design/flow/config.mk WORK_HOME=/design/flow/orfs finish
==> flow/config.mk <==
export PLATFORM = sky130hd
export DESIGN_NAME = shifter
export DESIGN_NICKNAME = shifter
export VERILOG_FILES = /design/flow/design.v
export SDC_FILE = /design/flow/constraint.sdc
export NUM_CORES = 4
export LEC_CHECK = 1
export CORE_AREA = 10 10 70 70
export DIE_AREA = 0 0 80 80
==> flow/constraint.sdc <==
current_design shifter

set clk_period 1.0
set clk_io_pct 0.2

create_clock -name clk0 -period $clk_period

set non_clock_inputs [all_inputs -no_clocks]
set_input_delay [expr $clk_period * $clk_io_pct] -clock clk0 $non_clock_inputs
set_output_delay [expr $clk_period * $clk_io_pct] -clock clk0 [all_outputs]
==> reports/metrics.csv <==
stage,metric,value,unit
route,met3_length,144,µm
setup_path,critPathSlowestCell,o21ai_1,
placement,portBuffers,18,
setup_path,cp_data_required_time,0.80,ns
yosys,synth_seq_share,0,
cells_and_area,seqCellArea,0,µm²
flow_run,warnings,34,
setup_path,path_common_cell,buf_6,
sta,rsz0062_at_grt,yes,
yosys,top_area_cell,mux2i_1,
die,die_w,80,µm
die,fp_util,0.0462,
setup_path,worstPathMaxFanout,3,
sta,slew_headroom,0.881,
sta,post-route-worst-setup-slack,-0.108,ns
sta,worst_pin_slew,0.174,ns
sta,min_period,1.11,ns
yosys,synth_area,158,µm²
setup_path,crit_path_start_kind,input pin,
setup_path,path_buffers,4,
die,rows,21,
route,wl_met2,346,µm
setup_path,slowest_delay,0.15,ns
setup_path,arrival,0.91,ns
route,wl_per_cell,9.89,µm
yosys,ys_area,158,µm²
cells_and_area,syn2layout_area_growth,193,%
yosys,synthTopCellsByArea,"mux2i_1 (44%), o21ai_1 (19%), nand2_1 (14%)",
route,highest_layer,met3,
global_routing,antenna_found_initial,1,
cells_and_area,clock_buffers,0,
power_and_ir_drop,ir_drop,70.7,µV
setup_path,path_cells,buf_6 -> buf_6 -> buf_12 -> mux2i_1 -> o21ai_1 -> buf_2,
status,violations,setup timing,
global_routing,grt_pass1_wl,1400,µm
route,vias_per_cell,2.67,
global_routing,grt_overflow,0,
route,drtAntennaViolNets,0,
die,core-area,3420,µm²
yosys,most_common_cell,mux2i_1,
yosys,synth-warning-count,1,
sta,hold_ws,0.727,ns
power_and_ir_drop,powerDensity,382,nW/µm²
status,outcome,finished with violations,
yosys,yosysTopAreaCellShare,0.444,
yosys,ys_types,7,
sta,period_used_share,1.11,
yosys,avgSynthCellArea,6.57,µm²
setup_path,path_class,input pin to primary output,
yosys,syn-instance-count,24,
sta,fmax,903,MHz
min_path,hold_class,input pin to primary output,
setup_path,end_kind,primary output,
cells_and_area,flops,0,
route,drc,0,
yosys,synthTopCellsByCount,"mux2i_1 (7), nand2_1 (6), o21ai_1 (6), nor2_1 (2)",
route,firstDrtPassIters,4,
sta,hold_violations,0,
flow_run,maxCapViolCount,0,
placement,dp.cells,89,
route,vias,251,
sta,finalSetupViolations,4,
die,die_h,80,µm
sta,finalSetupTns,-0.362,ns
die,die_area,6400,µm²
die,ioPinCount,18,
power_and_ir_drop,cellLeakagePower,0.000210,µW
route,drt-initial-drc-count,27,
global_routing,grt_max_degree,9,
sta,slew_violations,0,
yosys,synth_stat.cells,24,
cells_and_area,drive_gt1_frac,0.468,
setup_path,cp_top_family,buffers and inverters,
placement,place.gp.congestion,0.663,
route,wl_met1,439,µm
global_routing,grt_pass1_vias,248,
global_routing,track_usage,0.0277,
route,wl,930,µm
cells_and_area,fin_cells,94,
[cell families after synthesis]
kind of cell           Yosys count  share of synthesized area
buffers and inverters            2                      0.119
AND/OR/NAND/NOR                  8                      0.190
multiplexers                     7                      0.444
AND-OR/OR-AND                    7                      0.246
[repair_timing]
action / 4_1_cts / 5_1_grt
pin swaps: 5 / 4
gates cloned: 1 / 0
resized: 56 / 7
buffers inserted: 2 / 1
hold buffers: 0 / 0
endpoints found under the setup margin: 8 / 8
[final cells by class]
class / count / area, µm²
fillers: 392 / 2950
repair buffers: 25 / 244
multi-input cells: 22 / 158
well taps: 46 / 57.6
diodes: 1 / 2.50
[metal layers]
layer | vias to the layer above | global-route usage
met5 | - | 0
met4 | 0 | 0
met3 | 0 | 0.0182
met2 | 16 | 0.0329
met1 | 100 | 0.0415
li1 | 135 | -
[metrics by stage]
stage	total power (µW)	area, µm²	setup WS, ns	util
after floorplan	47.8	158	0.265	-
after global placement	167	412	-0.749	0.121
after detailed placement	167	412	-0.736	0.121
after CTS	168	442	-0.0757	0.129
after global routing	193	462	-0.162	0.135
final	177	462	-0.108	0.135
[layout by cell type (no fill, tap or decap)]
| cell | count |
|---|---|
| buf_6 | 5 |
| a22o_1 | 1 |
| clkbuf_2 | 1 |
| o21ai_2 | 2 |
| buf_4 | 1 |
| mux2i_1 | 6 |
| nand2_1 | 6 |
| o21ai_1 | 4 |
| buf_12 | 2 |
| diode_2 | 1 |
| buf_16 | 1 |
| nor2_1 | 1 |
| clkdlybuf4s15_1 | 5 |
| nor2_4 | 1 |
| dlygate4sd2_1 | 2 |
| buf_2 | 8 |
| mux2i_2 | 1 |
[report_power, final]
part,switching [µW],leakage [µW],total [µW],internal [µW]
combinational,66.0,0.000210,177,111
sequential,0,0,0,0
clock,0,0.00000000634,0.000134,0.000134
[worst paths after layout]
kind	from	end	slack [ns]	cells after the start
min	data[4]	out[3]	0.73	4
max	func[0]	out[4]	-0.11	6
No activity file was given, so power comes from the tool's default toggle rates.
