File: /design/flow/config.mk
export PLATFORM = sky130hd
export DESIGN_NAME = ffCounter_posedge
export DESIGN_NICKNAME = ffCounter_posedge
export VERILOG_FILES = /design/flow/design.v
export SDC_FILE = /design/flow/constraint.sdc
export NUM_CORES = 4
export LEC_CHECK = 1
export CORE_AREA = 10 10 70 70
export DIE_AREA = 0 0 80 80
File: /design/flow/constraint.sdc
current_design ffCounter_posedge

set clk_period 1.6
set clk_io_pct 0.2

create_clock -name clk0 -period $clk_period [get_ports {clk}]

set non_clock_inputs [all_inputs -no_clocks]
set_input_delay [expr $clk_period * $clk_io_pct] -clock clk0 $non_clock_inputs
set_output_delay [expr $clk_period * $clk_io_pct] -clock clk0 [all_outputs]
File: /design/flow/run.sh
#!/bin/bash
# OpenROAD 26Q1-2900-gdf79404cd8, Yosys 0.63+post, stock flow scripts
make -C /OpenROAD-flow-scripts/flow DESIGN_CONFIG=/design/flow/config.mk WORK_HOME=/design/flow/orfs finish
File: /design/flow/design.v
module ffCounter(input logic clk, reset, output logic [2:0] n);
  always_ff @(negedge clk, negedge reset) begin
    if (reset) begin
      n <= 0;
    end
    else begin
      n <= n + 1;
    end
  end
endmodule
module ffCounter_posedge(input logic clk, reset, output logic [2:0] n, output logic forward);
  always_ff @(posedge clk, posedge reset) begin
    if (reset) begin
      n <= 0;
      forward <= 1;
    end
    else begin
      if (forward == 1)
        n <= n + 1;
      else
        n <= n - 1;
      if (n == 3'd7) begin
        forward <= 0;
      	n <= 3'd6;
      end
      else if (n == 3'd0) begin
        forward <= 1;
      	n <= 3'd1;
      end
    end
  end
endmodule
==> impl_metrics.ini <==
; implementation run metrics
[worst_setup_path]
path_buffers = 1
cp_slowest_cell = dfstp_2
cp_data_arrival_time_ps = 1240
path_delay_family = flip-flops
start_kind = flip-flop
r2r_cells = 6
cp.depth = 1
worstPathRequired_ps = 1280
worstSetupEndpointType = output port
critical_path_class = flip-flop to output port
slowest_delay_ps = 520
cp_max_fo = 2
cp_cell_sequence = clkdlybuf4s50_1

[final_layout]
syn_to_final_growth_pct = 75.62
drive_gt1_share_pct = 32.26
nFillCells = 403
fin_cells = 77

[clock_tree]
clockRootBuffer = clkbuf_4
clock_path_buffers = 2
clkLatencyLatePin_ps = 240
numClockSinks = 4
cts_buffers = 3
clk_pin_slew_ps = 40
htreeDepth = 1
hold_buffers = 0
tritoncts = yes

[sta]
hold_viol_final = 0
slew_headroom_pct = 88.88
fmax_mhz = 640.3
min_period_ps = 1562
finalCritPeriodShare_pct = 97.61
tightest_slew_ps = 166.8
setup_viol = 0
hold_ws_ps = 269.2
skew_ps = 3.678
rsz0062_at_grt = true
drv_slew = 0

[die]
die_height_um = 80
io_pins = 6
dieArea_mm2 = 0.006400
fp-utilization_pct = 5.861
fp.dieW_um = 80
rows = 21
core-area_mm2 = 0.003416

[logic_synthesis]
syn_area_um2 = 200.2
ys_types = 12
synth_seq_share_pct = 50.63
top_area_share_pct = 37.50
synth-main-ff-cell = dfrtp_1
numSynthFlops = 4
edf_count = 0
syn_inst = 21
ys_warn_count = 1
common_cells = dfrtp_1, inv_1, nand2_1
ys_cells = 21
synthArstFlopShare_pct = 100.0
yosys_area_um2 = 200.2
largest_area_cell = dfrtp_1
area_leaders = dfrtp_1, dfstp_2, fa_1
syn_area_per_cell_um2 = 9.533

[placed_design]
port_buffers = 5
gp_congestion = 0.6856
hpwl_um = 381.2
dp_cells = 72

[pwr]
peakVddDrop_uv = 379.0
leakage_uw = 0.0001498
pwr_density_cell_mw_per_mm2 = 691.3

[route]
vias = 181
num_antenna_cells = 0
drc = 0
drt_wl_total_um = 522
first_pass_iters = 1
wl_per_cell_um = 6.779
drtAntennaViolNets = 0
drt_iter0_markers = 0
viasPerCell = 2.351

[job]
cap_violations = 0
log.warning_count = 26

[min_path]
hold_path.class = input pin to asynchronous set/reset pin

[grt]
grt_pass1_vias = 214
antenna_found_initial = 0
grt_max_degree = 8
gr-usage-all-layers_pct = 2.018
grt_pass1_wl_um = 966
overflow = 0

[status]
status = completed
==> layout make-up <==
cell class / count / area (um2) / share of cell area (%)
clock buffers: 4 / 26.28 / 7.473
inverters: 4 / 15.01 / 4.270
multi-input cells: 13 / 91.34 / 25.98
flip-flops and latches: 4 / 103.9 / 29.54
well taps: 46 / 57.56 / 16.37
repair buffers: 6 / 57.56 / 16.37
==> per-stage QoR <==
stage               setup TNS (ps)  cell area (um2)  utilization [%]  power, uW  setup slack, ps
floorplan                        0            200.2                -      104.7            272.1
global placement                 0            307.8            9.011      107.3            223.5
detailed placement               0            307.8            9.011      107.5            186.5
CTS                              0            341.6            10.00      250.2            16.73
global route                -4.301            351.6            10.29      267.2           -4.301
finish                           0            351.6            10.29      243.1            38.28
==> worst paths after layout <==
kind	slack (ps)	start	to
max in group asynchronous	1100	reset	forward
worst min register to register	500	n[1]	forward
worst min-delay path	270	reset	n[2]
worst max register to register	70	forward	n[2]
min in group clk0	500	n[1]	forward
worst max-delay path	40	forward	forward
==> power by group <==
part	total, uW	internal [uW]	switching, uW	leakage [uW]
logic	4.43	2.29	2.14	0.0000942
clock network	137	93.7	43.1	0.0000150
registers	102	102	0	0.0000406
total	243	198	45.3	0.000150
==> flip-flops by register name, indices dropped and copies added (netlist names) <==
register and cells:
n 3, forward 1
==> timing repair <==
item,CTS,global route
setup buffers,1,0
setup endpoints to repair,1,3
gates resized,0,3
==> kinds of logic (layout without fill, tap and decap cells) <==
family | after synthesis | count (layout) | synth area share (%)
buffers and inverters | 4 | 14 | 7.498
xor gates and xnor gates | 1 | 1 | 4.376
adders and majority gates | 2 | 2 | 15.63
and+or+nand+nor | 5 | 5 | 9.376
AOI/OAI and AO/OA | 5 | 5 | 12.50
DFF | 4 | 4 | 50.63
==> layout by cell type (no fill, tap or decap), drive strengths merged <==
master,synthesis,layout
clkbuf,0,4
clkdlybuf4s50,0,5
fa,1,1
nand2,3,3
dfstp,1,1
buf,0,1
a21oi,2,2
inv,4,4
maj3,1,1
o21ai,3,3
nor2,2,2
xor2,1,1
dfrtp,3,3
==> routing by layer <==
| metal | routed length, um | vias up | global-route usage, % |
|---|---|---|---|
| li1 | - | 86 | - |
| met1 | 261 | 85 | 2.403 |
| met2 | 181 | 10 | 2.568 |
| met3 | 80 | 0 | 2.045 |
| met4 | 0 | 0 | 0.1761 |
| met5 | 0 | - | 0 |
Power and IR drop assume default switching activity.
